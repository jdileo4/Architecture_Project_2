**flow/config.mk**
```make
export PLATFORM = sky130hd
export DESIGN_NAME = MUX32_2to1
export DESIGN_NICKNAME = MUX32_2to1
export VERILOG_FILES = /design/flow/design.v
export SDC_FILE = /design/flow/constraint.sdc
export NUM_CORES = 4
export LEC_CHECK = 1
export CORE_AREA = 10 10 70 70
export DIE_AREA = 0 0 80 80
```
**flow/constraint.sdc**
```tcl
current_design MUX32_2to1

set clk_period 1.0
set clk_io_pct 0.2

create_clock -name clk0 -period $clk_period

set non_clock_inputs [all_inputs -no_clocks]
set_input_delay [expr $clk_period * $clk_io_pct] -clock clk0 $non_clock_inputs
set_output_delay [expr $clk_period * $clk_io_pct] -clock clk0 [all_outputs]
```
**flow/design.v**
```verilog
module MUX32_2to1(a0, a1, sel, out);
   input [31:0] a0, a1;
   input 	sel;
   output [31:0] out;
   reg [31:0] 	 out;
   always @(a0 or a1 or sel)
    begin
	  if (sel == 0) out = a0;
      else          out = a1;
	end
endmodule  
module MUX32_3to1(a0, a1, a2, sel, out);
   input [31:0] a0, a1, a2;
   input [1:0] 	sel;
   output [31:0] out;
   reg [31:0] 	 out;
   always @(a0 or a1 or a2 or sel)
   begin
      if (sel == 0) out = a0;
      else if (sel == 1) out = a1;
	   else out = a2;
	end 
endmodule  
module MUX5_2to1(a0, a1, sel, out);
   input [4:0]  a0, a1;
   input 	sel;
   output [4:0] out;
   reg [4:0] 	out;
   always @(a0 or a1 or sel)
     begin
	  if (sel == 0) out = a0;
      else          out = a1;
	end
endmodule  
```
**flow/run.sh**
```bash
#!/bin/bash
# OpenROAD 26Q1-2900-gdf79404cd8, Yosys 0.63+post, stock flow scripts
make -C /OpenROAD-flow-scripts/flow DESIGN_CONFIG=/design/flow/config.mk WORK_HOME=/design/flow/orfs finish
```
==> run summary <==
Flow results follow.

The total global routing track utilization is 7.873%. Counting the fill cells in the layout gives 327. The met3 global-route usage is 3.068%. Per the run summary, max-cap violations total 0. According to the timing report, the critical path is launched from sel. For this run, the detailed router reports a per-instance via density of 3.802. The shortest clock period the worst path allows after layout is 1175 ps. Once routing completed, OpenROAD measured the worst setup slack at -175.4 ps. After synthesis, the design contains 36 cells according to Yosys. The most frequent cell after synthesis is mux2_4.

The flow ran to the end, but the final reports show violations. The floorplan step defined a die boundary enclosing 6400 sq um. The number of clock buffers in the layout is 0. The leakage power figure is 0.9905 nW.

The routing usage on met2 is 14.29%. The final-report setup violation count is 32. Synthesis produced a netlist whose cell count is 36. The detailed router placed 730 vias in this run. The synthesized netlist contains 4 unique library cells. The dominant cell type by area after synthesis is mux2_4. The chip area in the Yosys report is 544.3 sq um. The pin count of the biggest net entering global routing is 8. The number of antenna violations at the first check in global routing is 0. The final design instance area without fill is 1698 sq um. The data arrival time reported for the critical path is 980 ps. After the flow finishes, the layout carries non-filler instances totaling 192. Including well taps, the total number of placed cells is 177. In the final layout, the share of cells above drive strength 1 is 56.16%. The average wire per cell in the routed design is 14.84 microns. The power per cell area is 388.7 nW/um^2. The highest net fanout along the worst path is 7. The total inserted antenna cells is 0.

The startpoint identified for the worst hold timing path is a0[24]. The path class of the tightest hold or removal check is in -> out. Of the available clock period, the critical path in the final layout requires 117.5%.

The maximum vdd drop is 0.1734 mV. The placed instances occupy a cell area of 1536 sq um. The wire-length estimate of the detail-placed layout is 2396 microns. TritonRoute reported its final design rule violation total as 0.

The sequential cell count is 0. Detailed-route iteration 0 reported a violation count of 4. The met1 capacity usage during global routing is 8.965%.

After synthesis, the mean cell area works out to 15.12 sq um. The aggregate global routing overflow is 0. The core occupancy in the finished layout is 49.71%. The placement report lists the number of port buffers as 97.

The relative max-transition margin is 95.92%. Per the GRT log, the top usage layer is met2. The fraction of synthesized cell area taken by the top area cell type is 82.76%. The final reports fail on negative setup slack. The main area contributors are mux2_4 83%, buf_12 11%, mux2_2 4.1%. For reference, the placement row count at floorplan is 21.

The region available for standard cell placement spans 3416 sq um. The portion of the post-synthesis area used by sequential elements is 0%. In this run the remaining antenna-violating nets after routing total 0. The x dimension of the die is 80 microns. The number of warnings reported in the stage logs is 34. The area used by multi-input combinational logic is 480.5 sq um. The post-route setup TNS is -5032 ps. The critical path endpoint has a required time of 800 ps. The commonest cells after synthesis are 30 x mux2_4, 3 x buf_12, 2 x mux2_2. The via count of the first global-routing pass is 824.

The final total power is 659.9 uW. The detailed-route wire length is 2849 microns. The initial core utilization is 15.93%. The highest clock rate is 850.8 MHz.

The layout overhead on the synthesized area is 212.0%. The total of hold buffers inserted after clock tree synthesis is 0. The count of final max-slew check failures is 0.

Warnings reported by Yosys during synthesis add up to 1. The type of element launching the critical path is an input pin. The cell area that synthesis handed to floorplanning was 544.3 sq um.

Setup repair after global routing could not meet its margin everywhere. The transition time recorded at the tightest slew-check pin is 61.11 ps. The number of top-level design ports is 97. The sequential cells in the finished layout cover a total of 0 sq um. In this run the vertical extent of the chip is 80 microns. At the end of routability-driven placement, the weighted congestion stood at 0.7595. The worst setup path is captured at an output pin. The category of the critical setup timing path is in -> out. Before antenna repair, the detailed router went through 2 iterations.

The first global-routing pass estimated 4146 microns of wire. Hold-check failures listed in the final report amount to 0.
-- worst paths after layout --
kind | endpoint | slack [ps] | cells after the start
setup / recovery | out[31] | -180 | 5
hold / removal | out[24] | 690 | 3
-- cell type report --
type               count  share of cell area [%]
multi-input cells     32                   28.30
repair buffers       114                   68.31
well taps             46                   3.390
-- cells in the final DEF, fill, tap and decap left out, drive strengths merged --
cell            n
dlygate4sd2    40
dlymetal6s2s   14
mux2           32
buf            50
clkdlybuf4s50  10
-- worst max-delay path: stages --
cell and delay (ps):
buf_12 110, buf_12 130, buf_8 120, mux2_4 300, buf_6 110
-- per-stage QoR --
| stage | worst slack [ps] | hold WS (ps) |
|---|---|---|
| final | -175.4 | 694.3 |
| after global routing | -193.8 | 714.1 |
| after CTS | -177.7 | 800.4 |
| after detailed placement | -496.6 | 1335 |
| after global placement | -492.2 | 1331 |
| after floorplan | 66.90 | 497.7 |
-- cell families after synthesis --
family	after synthesis	synth area share (%)
mux	32	86.90
buf+inv	4	13.10
-- repair_timing --
action | 4_1_cts | 5_1_grt
gates cloned | 1 | 0
endpoints found under the setup margin | 32 | 32
resized | 170 | 23
buffers inserted | 14 | 0
pin swaps | 0 | 0
-- routing by layer --
layer / share of wire [%] / up-vias
li1: - / 362
met1: 40 / 317
met2: 49 / 51
met3: 11 / 0
met4: 0 / 0
met5: 0 / -
-- report_power, final --
part	switching, mW	total (mW)	internal, mW
logic	0.141	0.660	0.519
clock network	0	0	0
registers	0	0	0
Power figures rest on the tool's default switching activity, not on a simulated workload.
